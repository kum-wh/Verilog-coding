[flow/design.v]
`timescale 1ns / 1ps
module switch(input CLOCK, input full, input [15:0] sw, output index);
    reg [6:0]C = 7'b0;
    assign index = (full==0)?0:(C==7'b1111111)?1:0;
    always @(posedge CLOCK) begin
    C[0]<=(sw[1]==1)?1:C[0];
    C[1]<=(sw[6]==1)?1:C[1];
    C[2]<=(sw[7]==1)?1:C[2];
    C[3]<=(sw[8]==1)?1:C[3];
    C[4]<=(sw[9]==1)?1:C[4];
    C[5]<=(sw[11]==1)?1:C[5];
    C[6]<=(sw[13]==1)?1:C[6];    
    end
endmodule
[flow/run.sh]
#!/bin/bash
# OpenROAD 26Q1-2900-gdf79404cd8, Yosys 0.63+post, stock flow scripts
make -C /OpenROAD-flow-scripts/flow DESIGN_CONFIG=/design/flow/config.mk WORK_HOME=/design/flow/orfs finish
[flow/config.mk]
export PLATFORM = sky130hd
export DESIGN_NAME = switch
export DESIGN_NICKNAME = switch
export VERILOG_FILES = /design/flow/design.v
export SDC_FILE = /design/flow/constraint.sdc
export NUM_CORES = 4
export LEC_CHECK = 1
export CORE_AREA = 10 10 70 70
export DIE_AREA = 0 0 80 80
[flow/constraint.sdc]
current_design switch

set clk_period 1.2
set clk_io_pct 0.2

create_clock -name clk0 -period $clk_period [get_ports {CLOCK}]

set non_clock_inputs [all_inputs -no_clocks]
set_input_delay [expr $clk_period * $clk_io_pct] -clock clk0 $non_clock_inputs
set_output_delay [expr $clk_period * $clk_io_pct] -clock clk0 [all_outputs]
==> impl_metrics.tcl <==
# metrics dict for downstream scripts
set metrics [dict create \
    status "finished, final reports clean" \
    p_int_uw 440 \
    layout.cells.non_filler 76 \
    end_kind "output pin" \
    finalHoldViolations 0 \
    warnings 34 \
    grt_pass1_vias 170 \
    grt_antenna_before_repair 0 \
    chipArea_um2 6400 \
    coreArea_um2 3420 \
    yosysCellCount 11 \
    fp-utilization 0.0674 \
    drive_above_1_share 0.133 \
    enable_flop_cells 7 \
    synthArstFlopShare 0 \
    crit_type "flop to output pin" \
    ff_type "edfxtp_1" \
    root_buffer "clkbuf_4" \
    placed_area_um2 400 \
    portBuffers 9 \
    maxSlewViolCount 0 \
    combGateArea_um2 42.5 \
    irDropWorstVdd_mv 0.396 \
    leakagePower_nw 0.146 \
    via_count 139 \
    ys_ff 7 \
    avgRoutedWirePerCell_um 4.82 \
    top_regs "C x7" \
    place_ws_ns -0.416 \
    syn_to_final_growth_pct 82.6 \
    crit_required_ns 0.96 \
    cts_buffers 3 \
    grt-ovfl-total 0 \
    largest_reg_flops 7 \
    startpoint_type "flop" \
    rsz0062_at_grt "no" \
    grt_max_degree 5 \
    antennaDiodeCount 0 \
    p_per_area_nw_per_um2 1260 \
    synthCells 11 \
    htree_levels 1 \
    power_frac_seq 0.559 \
    wl_um 366 \
    topCellsByArea "edfxtp_1, nand4_1, conb_1, nor2_1" \
    synthTopCellsByCount "edfxtp_1, nand4_1, conb_1, nor2_1" \
    finalCriticalPeriod_ns 1.10 \
    fin_area_um2 420 \
    setup_viol 0 \
    num_io_pins 19 \
    syn_area_per_cell_um2 20.9 \
    post-route-period-util 0.915 \
    antenna_left 0 \
    drc_errors 0 \
    track_usage 0.0129 \
    drtIter0Drc 0 \
    holdCritPathClass "primary input to flop" \
    avgViaCountPerCell 1.83 \
    p_clk_frac 0.384 \
    clk_pin_slew_ns 0.05 \
    power.total_uw 529 \
    worstHoldEndpoint "C[4]$_DFFE_PP_" \
    netlist_area_um2 230 \
    hold_path_depth 1 \
    worst_ep_arrival_time_ns 0.86 \
    netSwitchingFraction 0.168 \
    first_pass_iters 1 \
    cts_buffer_depth 2 \
    yosys.stat.seqShare 0.913 \
    min_from "sw[9]" \
    fill_cells 397 \
    grt_pass1_wl_um 655 \
    worst_slack_ns 0.102 \
    timing.fmax_mhz 911 \
    fin_setup_tns_ns 0 \
    regMostFlops "C" \
    maxCapViolations 0 \
    yosysMostFrequentCell "edfxtp_1" \
    cts_sinks 7 \
    die-width_um 80 \
    power.switching_uw 89.1 \
    synth_chip_area_um2 230 \
    ff_latch_area_um2 210 \
    ys_types 4 \
    cp_max_fo 1 \
    gp_congestion 0.650 \
    die_h_um 80 \
    largest_area_cell "edfxtp_1" \
    yosysWarnings 1 \
    tritoncts "done" \
    rows 21 \
    power_frac_comb 0.057 \
    synth_top_area_share 0.913 \
    dpl.cell_count 72 \
]
[what timing repair did]
action                                  CTS  global route
endpoints found under the hold margin     0             0
buffers inserted                          0             0
endpoints found under the setup margin    1             0
resized                                   4             0
hold buffers                              0             0
[worst max-delay path by stage]
| stage | from | endpoint | slack, ns | cells past startpoint |
|---|---|---|---|---|
| final | C[4]$_DFFE_PP_ | index | 0.10 | 3 |
| after CTS | C[4]$_DFFE_PP_ | index | 0.07 | 3 |
| after global routing | C[1]$_DFFE_PP_ | index | 0.006 | 3 |
[placed cells by master, fill, tap and decap left out]
master / count
nand4_1: 2
clkbuf_4: 3
dlygate4sd2_1: 1
clkdlybuf4s50_1: 7
conb_1: 7
buf_2: 1
nor2_1: 1
clkbuf_1: 1
edfxtp_1: 7
[logic make-up (layout without fill, tap and decap cells)]
family                 after synthesis  in the layout  synth area share
and+or+nand+nor                      3              3            0.0706
other                                1              7            0.0163
DFF                                  7              7             0.913
buffers and inverters                0             13                 0
[routing by layer]
metal,vias to the layer above,global-route usage,routed length (um)
met3,2,0.0182,104
met5,-,0,0
met1,52,0.0143,137
li1,73,-,-
met2,12,0.0112,111
met4,0,0.00704,13
[power by group through the flow]
stage	sequential (mW)	clock [mW]	combinational, mW
6_report	0.296	0.203	0.0301
4_1_cts	0.296	0.219	0.0305
5_1_grt	0.297	0.246	0.0336
[area by class of cell]
| class | instances | share of cell area |
|---|---|---|
| Clock buffer | 4 | 0.0625 |
| Timing Repair Buffer | 9 | 0.199 |
| Sequential cell | 7 | 0.500 |
| Tap cell | 46 | 0.137 |
| Multi-Input combinational cell | 10 | 0.101 |
[metrics by stage]
step / utilization / hold WS (ns)
floorplan: - / 0.352
global placement: 0.117 / 0.821
detailed placement: 0.117 / 0.823
CTS: 0.123 / 0.559
global route: 0.123 / 0.552
finish: 0.123 / 0.572
[critical path, cell delays in order (launching register included)]
cell and delay (ns):
edfxtp_1 0.32, nand4_1 0.09, nor2_1 0.10, buf_2 0.10
