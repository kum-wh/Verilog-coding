==> flow/run.sh <==
#!/bin/bash
# OpenROAD 26Q1-2900-gdf79404cd8, Yosys 0.63+post, stock flow scripts
make -C /OpenROAD-flow-scripts/flow DESIGN_CONFIG=/design/flow/config.mk WORK_HOME=/design/flow/orfs finish
==> flow/config.mk <==
export PLATFORM = sky130hd
export DESIGN_NAME = tensec
export DESIGN_NICKNAME = tensec
export VERILOG_FILES = /design/flow/design.v
export SDC_FILE = /design/flow/constraint.sdc
export NUM_CORES = 4
export LEC_CHECK = 1
export CORE_UTILIZATION = 30
==> flow/constraint.sdc <==
current_design tensec

set clk_period 5.4
set clk_io_pct 0.2

create_clock -name clk0 -period $clk_period [get_ports {clock}]

set non_clock_inputs [all_inputs -no_clocks]
set_input_delay [expr $clk_period * $clk_io_pct] -clock clk0 $non_clock_inputs
set_output_delay [expr $clk_period * $clk_io_pct] -clock clk0 [all_outputs]
==> flow/design.v <==
`timescale 1ns / 1ps
module segclock(input clock, start, output reg led = 0);
    reg [25:0] COUNT = 26'b0;
    always @ (posedge clock) begin
        COUNT<=(start==0)?26'b0:(COUNT==26'b11111111111101110101100001)?26'b00000000000000000000000001:COUNT + 1;
        led<=(COUNT==26'b00000000000000000000000001)?~led:led;
    end
endmodule
`timescale 1ns / 1ps
module tensec(input clock, start, resett, output led);
    wire C;
    wire reset;
    reg starter = 0;
    reg [3:0] COUNT =  4'b0000;
    assign led = (starter==1)?(COUNT<=4'b1001)?1:0:0;
    assign reset = (starter==1)?((COUNT==4'b1001)?1:0):0;
    segclock clock1(clock, starter, C);
    always @ (posedge clock) begin
        starter<=(resett==1)?0:(reset==1)?0:(start==1)?1:starter;
    end
    always @ (posedge C) begin
        COUNT <= (starter==0)?4'b0:COUNT + 1;
    end
endmodule
==> reports/summary.json <==
{
  "ys_sh_aoi_pct": 10.9,
  "gr-max-usage-layer": "met1",
  "setup_ws_ps": 2880,
  "clock_insertion_delay_worst_skew_ps": 270,
  "post_synth_xor_area_fraction_pct": 8.92,
  "die_area_mm2": 0.00553,
  "req_time_crit_path_ps": 4320,
  "clock_path_buffers": 2,
  "layout.cells.most_common": "sky130_fd_sc_hd__dfxtp_1",
  "largest_net_degree_at_the_start_of_global_routing": 25,
  "post_synth_and_or_nand_nor_area_fraction_pct": 30.9,
  "wire_per_inst_um": 11.4,
  "dieHeight_um": 74.4,
  "post_synth_mux_area_share_pct": 0,
  "ctsHtreeMaxLevel": 1,
  "overflow": 0,
  "drive_gt1_share_pct": 6.08,
  "power.share.combinational_pct": 3.6,
  "crit_slowest_cell": "sky130_fd_sc_hd__clkdlybuf4s50_1",
  "grt_use_met1_pct": 18.6,
  "yosys_synthesis_chip_area_mm2": 0.00157,
  "worst_ir_drop_vdd_mv": 0.124,
  "cts-resized-gates": 0,
  "clkPwrFrac_pct": 41.8,
  "p_int_w": 0.000317,
  "hold_path_class": "reg -> reg",
  "clkTransAtPathRegs_ps": 100,
  "drc_errors": 0,
  "synth-async-reset-ratio_pct": 0,
  "worst_clock_skew_ps": 6.36,
  "worst-slew-pin-transition_ps": 525,
  "post-synth-top-area-fraction_pct": 39.5,
  "post_cts_buffers": 0,
  "groute.layer.met2.usage_pct": 17.3,
  "placement.setup.worst_slack_ps": 3180,
  "timing.critical_path.fanout_max": 6,
  "place.port_buffers": 3,
  "ant_nets": 0,
  "layout_top_cells": "31 x sky130_fd_sc_hd__dfxtp_1, 24 x sky130_fd_sc_hd__nor2_1, 11 x sky130_fd_sc_hd__a21oi_1, 11 x sky130_fd_sc_hd__nand2_1, 11 x sky130_fd_sc_hd__xnor2_1",
  "period_minus_slack_ps": 2520,
  "slew_headroom_pct": 64.5,
  "floorplan.die.width_um": 74.4,
  "ys_seq_share_pct": 41.4,
  "globalRouteTotalUtil_pct": 11.5,
  "library_cell_used_as_clock_root_buffer": "sky130_fd_sc_hd__clkbuf_8",
  "dp.final_hpwl_um": 1960,
  "n_antenna_cell": 0,
  "globalRouteMet3Util_pct": 1.92,
  "syn_avg_cell_area_um2": 8.73,
  "post_synth_main_logic_family": "simple AND/OR/NAND/NOR gates",
  "area_growth_pct": 10.3,
  "ys_sh_adder_pct": 3.98,
  "vias_in_the_first_global_route": 1058,
  "fillCellCount": 513,
  "fmax_mhz": 397,
  "yosys_warnings": 2,
  "drt_first_pass_iters": 4,
  "p_switching_w": 0.0000764,
  "rsz_0062_raised_after_global_routing": "false",
  "drt-initial-drc-count": 86,
  "tritoncts_clock_tree": "built",
  "ff_type": "sky130_fd_sc_hd__dfxtp_1",
  "syn_area_mm2": 0.00157,
  "yosys_cell_types": 36,
  "post_synth_main_area_contributors": "sky130_fd_sc_hd__dfxtp_1 39%, sky130_fd_sc_hd__xnor2_1 6.1%, sky130_fd_sc_hd__nor2_1 5.7%",
  "netlist_instances": 180,
  "grt_first_pass_wirelength_um": 5000,
  "antenna_found_initial": 0,
  "numCtsBuffers": 3,
  "critical_path_class": "reg -> out",
  "synth_flop_count": 32,
  "edf_count": 1,
  "switching_share_pct": 19.4,
  "crit_arrival_ps": 1440,
  "static-leakage-power_nw": 0.520,
  "power.share.sequential_pct": 54.6,
  "floorplan.core_util_pct": 32.2,
  "powerDensity_mw_per_mm2": 227,
  "via_count": 1249,
  "finalSetupViolations": 0,
  "cts.hold.buffers_added": 0,
  "setup.worst_path.end_class": "primary output",
  "timing.critical_path.cells": "inv_1, a21oi_1, clkdlybuf4s50_1",
  "yosys_cells": 180,
  "pin_count": 4,
  "vias_per_cell": 5.04,
  "fin_setup_tns_ps": 0,
  "postRouteWirelength_um": 2820,
  "untimed_endpoints": 4,
  "number_of_max_cap_violations": 0,
  "unclocked_pins": 4,
  "hold_violations": 0,
  "worst_setup_path_start_kind": "flop",
  "critical_path.max_stage_delay_ps": 470,
  "maxSlewViolCount": 0,
  "placeableCoreArea_mm2": 0.00488,
  "warning_count": 28,
  "top_area_cell": "sky130_fd_sc_hd__dfxtp_1",
  "gp_routability_congestion": 0.731,
  "finalCritPeriodShare_pct": 46.7,
  "rows": 25,
  "outcome": "finished clean"
}
[cells in the mapped netlist (2+ instances only)]
cell type,number
sky130_fd_sc_hd__a21oi_1,11
sky130_fd_sc_hd__and4_1,2
sky130_fd_sc_hd__buf_2,4
sky130_fd_sc_hd__clkbuf_1,3
sky130_fd_sc_hd__dfxtp_1,31
sky130_fd_sc_hd__ha_1,5
sky130_fd_sc_hd__inv_1,8
sky130_fd_sc_hd__nand2_1,11
sky130_fd_sc_hd__nand3_1,6
sky130_fd_sc_hd__nand4_1,9
sky130_fd_sc_hd__nor2_1,24
sky130_fd_sc_hd__nor3_1,3
sky130_fd_sc_hd__nor4_1,8
sky130_fd_sc_hd__o21ai_0,5
sky130_fd_sc_hd__o31ai_1,4
sky130_fd_sc_hd__o41ai_1,2
sky130_fd_sc_hd__or3_1,6
sky130_fd_sc_hd__or4_1,6
sky130_fd_sc_hd__xnor2_1,11
sky130_fd_sc_hd__xor2_1,5
[kinds of logic after synthesis]
logic type      after synthesis
compound gates               26
buf+inv                      15
xor+xnor                     16
fa+ha+maj                     5
flops                        32
simple gates                 86
[final timing paths]
path	startpoint	endpoint	slack, ps	cells after the start
max reg2reg	clock1.COUNT[2]	clock1.COUNT[23]	3260	4
min reg2reg	clock1.COUNT[23]	clock1.COUNT[23]	510	2
max	starter	led	2880	3
min	clock1.COUNT[23]	clock1.COUNT[23]	510	2
[metrics by stage]
step | instance area [µm²] | hold slack [ps] | cells | power [W] | utilization, %
final | 1730 | 514 | 248 | 0.000394 | 35.5
after global routing | 1730 | 564 | 248 | 0.000407 | 35.5
after CTS | 1730 | 512 | 248 | 0.000400 | 35.5
after detailed placement | 1660 | 491 | 244 | 0.000234 | 34.1
after global placement | 1660 | 487 | 244 | 0.000234 | 34.1
after floorplan | 1570 | 458 | 180 | 0.000228 | -
[area by class of cell]
cell class	count	area (µm²)	share of cell area, %
multi-input combinational	133	860	49.6
tap	67	83.8	4.84
inverter	8	30.0	1.73
clock buffer	3	41.3	2.38
timing repair buffer	4	37.5	2.17
clock inverter	1	30.0	1.73
sequential	32	651	37.5
[critical path, delay by kind of cell (launching register included)]
kind                   cells  cell delay, ps
DFF                        1             430
buffers and inverters      2             610
AOI/OAI and AO/OA          1             130
[power groups by stage]
| stage | registers [W] | logic, W | clock network [W] |
|---|---|---|---|
| after global routing | 0.000216 | 0.0000160 | 0.000176 |
| final | 0.000215 | 0.0000142 | 0.000164 |
| after CTS | 0.000215 | 0.0000146 | 0.000171 |
[per-layer routing]
layer  share of wire (%)  routed length, µm
met4                0.35                 10
met2                  41               1160
met5                   0                  0
met3                 2.9                 81
met1                  56               1570
[sequential cells by signal (all words and copies together), names as in the netlist]
signal	cells
COUNT	4
clock1.COUNT	26
clock1.led	1
starter	1
Power is estimated from default activity; no workload was simulated.
